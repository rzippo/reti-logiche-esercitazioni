**run.sh**
```bash
#!/bin/bash
# OpenROAD 26Q1-2900-gdf79404cd8, Yosys 0.63+post, stock flow scripts
make -C /OpenROAD-flow-scripts/flow DESIGN_CONFIG=/design/flow/config.mk WORK_HOME=/design/flow/orfs finish
```
**config.mk**
```make
export PLATFORM = sky130hd
export DESIGN_NAME = MAX
export DESIGN_NICKNAME = MAX
export VERILOG_FILES = /design/flow/design.v
export SDC_FILE = /design/flow/constraint.sdc
export NUM_CORES = 4
export LEC_CHECK = 1
export CORE_AREA = 10 10 70 70
export DIE_AREA = 0 0 80 80
```
**constraint.sdc**
```tcl
current_design MAX

set clk_period 2.4
set clk_io_pct 0.2

create_clock -name clk0 -period $clk_period

set non_clock_inputs [all_inputs -no_clocks]
set_input_delay [expr $clk_period * $clk_io_pct] -clock clk0 $non_clock_inputs
set_output_delay [expr $clk_period * $clk_io_pct] -clock clk0 [all_outputs]
```
**design.v**
```verilog
module add( 
    x, y, c_in,
    s, c_out, ow    
);
    parameter N = 2;
    input [N-1:0] x, y;
    input c_in;
    output [N-1:0] s;
    output c_out, ow;
    assign #1 {c_out, s} = x + y + c_in;
    assign #1 ow = (x[N-1] == y[N-1]) && (x[N-1] != s[N-1]);
endmodule
module mul_add_nat(
    x, y, c,
    m
);
    localparam N = 4;
    localparam M = 4;
    input [N-1:0] x, c;
    input [M-1:0] y;
    output [N+M-1:0] m;
    assign #1 m = (x * y) + c;
endmodule
module MAX(
    x, y,
    max
);
    input [7:0] x, y;
    output [7:0] max;
    wire [7:0] y_neg;
    assign #1 y_neg = ~y;
    wire c_out;
    add #( .N(8) ) s (
        .x(x), .y(y_neg), .c_in(1'b1),
        .c_out(c_out)
    );
    wire b_out;
    assign #1 b_out = ~c_out;
    assign #1 max = b_out ? y : x;
endmodule
```
==> flow_summary.yaml <==
# synthesis and place-and-route metrics
outcome:
  run_status: "finished, violations left"
  failed_checks: "setup timing"
grt:
  grt_start_max_net_pins: 5
  antenna_found_initial: 0
  global_route.usage.total: 0.03279
  vias_in_the_first_global_route: 355
  total_global_routing_overflow: 0
  grt_pass1_wl_mm: 1.773
synthesis:
  netlist_area_um2: 277.8
  yosysTopAreaCellShare: 0.3243
  synth_cell_type_count: 11
  synth_sequential_area_ratio: 0
  synth-area-yosys_um2: 277.8
  syn-mean-instance-area_um2: 8.680
  postSynthCellCount: 32
  area_leaders: "sky130_fd_sc_hd__mux2_2 (32%), sky130_fd_sc_hd__ha_1 (32%), sky130_fd_sc_hd__inv_1 (11%)"
  synthesis.yosys.warnings: 0
  yosys_instances: 32
  yosysTopAreaCell: "sky130_fd_sc_hd__mux2_2"
detailed_routing:
  vias: 344
  antenna_cells_inserted: 0
  drt-total-wl_mm: 1.088
  postRouteAntennaNets: 0
  dr_wl_cell_um: 10.07
  drc: 0
  detailedRoute.firstPassIterationCount: 2
  route.detailed.vias_per_inst: 3.185
  drt-initial-drc-count: 6
final_timing:
  setup_viol_count_final: 8
  slew_violations: 0
  post-route-worst-setup-slack_ns: -0.2453
  finalHoldViolCount: 0
  max_slew_margin: 0.8458
  final_period_minus_worst_setup_slack_ns: 2.645
  hold-worst-slack_ns: 1.251
  tightestPinTransition_ns: 0.2306
  rsz0062_at_grt: "true"
  final_min_period_over_clock_period: 1.102
  fmaxAchievable_mhz: 378.0
cells_and_area:
  finish.cell_count_without_fillers: 108
  drive_gt1_frac: 0.7097
  finalCoreUtilization: 0.2048
  synthesis_to_finish_area_growth_pct: 151.8
  layout.sequential_cells: 0
  n_clock_buffer: 0
  final-seq-area_um2: 0
  post-route-cell-area_um2: 699.4
  filler_cell_count: 387
die:
  core_um2: 3416
  ios: 24
  design.die.area_um2: 6400
  fp_util: 0.08132
  rows: 21
  die-width_um: 80
  floorplan.die.height_um: 80
critical_path:
  critical_path.endpoint_type: "primary output"
  crit_fanout: 3
  timing.critical_path.cells: "buf_8 > inv_4 > ha_4 > a2111o_1 > a211oi_4 > buf_6 > buf_6 > mux2_4 > buf_6"
  cpPeakStageDelay_ns: 0.44
  cpMostUsedCell: "sky130_fd_sc_hd__buf_6"
  cp_data_required_time_ns: 1.92
  critical_path.slowest_cell: "sky130_fd_sc_hd__a2111o_1"
  timing.setup.critical_path_class: "input pin to primary output"
  timing.critical_path.from_type: "input pin"
  worst_ep_arrival_time_ns: 2.17
job:
  tool_warnings: 34
  drv.max_cap_violation_count: 0
power_and_ir_drop:
  switching_power_w: 0.00005045
  p_int_w: 0.00009761
  power-per-cell-area_nw_per_um2: 211.7
  switching_power_as_a_share_of_total_power: 0.3408
  power_w: 0.0001481
  share_comb_of_total_power: 1.000
  ir_drop_v: 0.00003205
  static_leakage_nw: 0.3369
  power.share.sequential: 0
  share_clk_of_total_power: 0
placement:
  place.detailed.hpwl_um: 948.3
  io_buffer_count: 24
  numPlacedInstances: 105
  dpl_cell_area_um2: 598.1
  finalWeightedCongestion: 0.7442
clock_network:
  cts_hold_buf: 0
hold_path:
  worst_hold_path_type: "input pin to primary output"
cell usage in the layout (no fill, tap or decap), types with 2 or more instances in the layout:
| cell | netlist | final |
|---|---|---|
| sky130_fd_sc_hd__dlygate4sd2_1 | 0 | 9 |
| sky130_fd_sc_hd__buf_6 | 0 | 9 |
| sky130_fd_sc_hd__mux2_4 | 0 | 8 |
| sky130_fd_sc_hd__buf_2 | 0 | 5 |
| sky130_fd_sc_hd__inv_2 | 0 | 4 |
| sky130_fd_sc_hd__inv_1 | 8 | 3 |
| sky130_fd_sc_hd__ha_4 | 0 | 3 |
| sky130_fd_sc_hd__ha_1 | 7 | 2 |
| sky130_fd_sc_hd__ha_2 | 0 | 2 |
| sky130_fd_sc_hd__clkbuf_2 | 0 | 2 |
| sky130_fd_sc_hd__buf_4 | 0 | 2 |
cell type report:
class / count / area, um^2 / area share
Multi-Input combinational cell: 24 / 342.8 / 0.4902
Timing Repair Buffer: 30 / 266.5 / 0.3810
Tap cell: 46 / 57.56 / 0.08229
Inverter: 8 / 32.53 / 0.04651
critical path, delay by kind of cell:
kind                     cells  cell delay [ns]
buffers and inverters        5             0.50
multiplexers                 1             0.30
AND-OR/OR-AND                2             0.71
adder cells (fa/ha/maj)      1             0.18
metrics by stage:
| stage | setup TNS (ns) | worst slack (ns) |
|---|---|---|
| 6_report | -1.560 | -0.2453 |
| 5_1_grt | -2.002 | -0.2981 |
| 4_1_cts | -1.996 | -0.3007 |
| 3_5_place_dp | -7.367 | -0.9347 |
| 3_3_place_gp | -7.371 | -0.9384 |
| 2_1_floorplan | 0 | 0.02753 |
final timing paths:
kind / startpoint / to / slack [ns] / cells after the start
setup / recovery: y[1] / max[0] / -0.25 / 9
hold / removal: y[1] / max[1] / 1.25 / 3
timing repair:
action,4_1_cts,5_1_grt
buffers inserted,3,0
gates resized,84,10
endpoints found under the setup margin,8,8
pin swaps,11,5
logic make-up after synthesis:
group / share of synthesized area
simple gates: 0.05857
fa+ha+maj: 0.3153
mux: 0.3243
buf+inv: 0.1081
compound gates: 0.1937
cell usage after synthesis:
cell type	n
sky130_fd_sc_hd__nand2b_1	1
sky130_fd_sc_hd__a211oi_4	1
sky130_fd_sc_hd__a211oi_1	1
sky130_fd_sc_hd__nand4_1	1
sky130_fd_sc_hd__mux2_2	8
sky130_fd_sc_hd__ha_1	7
sky130_fd_sc_hd__nor2_1	1
sky130_fd_sc_hd__inv_1	8
sky130_fd_sc_hd__a2111o_1	1
sky130_fd_sc_hd__a21oi_1	1
sky130_fd_sc_hd__o21ai_0	2
power groups by stage:
stage	Combinational, W	Clock [W]	Sequential [W]
final	0.000148	0	0
after global routing	0.000160	0	0
after CTS	0.000141	0	0
layer usage:
metal	track usage	vias to the layer above	share of wire
met1	0.03760	170	0.34
li1	-	174	-
met4	0	0	0
met5	0	-	0
met3	0	0	0
met2	0.06822	0	0.66
Power is estimated from default activity; no workload was simulated.
