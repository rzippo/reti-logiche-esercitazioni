===== run.sh =====
#!/bin/bash
# OpenROAD 26Q1-2900-gdf79404cd8, Yosys 0.63+post, stock flow scripts
make -C /OpenROAD-flow-scripts/flow DESIGN_CONFIG=/design/flow/config.mk WORK_HOME=/design/flow/orfs finish

===== config.mk =====
export PLATFORM = sky130hd
export DESIGN_NAME = MUL8
export DESIGN_NICKNAME = MUL8
export VERILOG_FILES = /design/flow/design.v
export SDC_FILE = /design/flow/constraint.sdc
export NUM_CORES = 4
export LEC_CHECK = 1
export CORE_UTILIZATION = 50

===== constraint.sdc =====
current_design MUL8

set clk_period 8.5
set clk_io_pct 0.2

create_clock -name clk0 -period $clk_period

set non_clock_inputs [all_inputs -no_clocks]
set_input_delay [expr $clk_period * $clk_io_pct] -clock clk0 $non_clock_inputs
set_output_delay [expr $clk_period * $clk_io_pct] -clock clk0 [all_outputs]

===== design.v =====
module add( 
    x, y, c_in,
    s, c_out, ow    
);
    parameter N = 2;
    input [N-1:0] x, y;
    input c_in;
    output [N-1:0] s;
    output c_out, ow;
    assign #1 {c_out, s} = x + y + c_in;
    assign #1 ow = (x[N-1] == y[N-1]) && (x[N-1] != s[N-1]);
endmodule
module mul_add_nat(
    x, y, c,
    m
);
    localparam N = 4;
    localparam M = 4;
    input [N-1:0] x, c;
    input [M-1:0] y;
    output [N+M-1:0] m;
    assign #1 m = (x * y) + c;
endmodule
module MUL8(x, y, m);
    input [7:0] x;
    input [7:0] y;
    output [15:0] m;   
    wire [3:0] xh, xl;
    assign {xh, xl} = x;
    wire [3:0] yh, yl;
    assign {yh, yl} = y;
    wire [7:0] m0;
    mul_add_nat ma0(
        .x(xl), .y(yl), .c(4'h0),
        .m(m0)
    );
    wire [15:0] m0e = {8'h00, m0};
    wire [7:0] m1;
    mul_add_nat ma1(
        .x(xl), .y(yh), .c(4'h0),
        .m(m1)
    );
    wire [15:0] m1e = {4'h0, m1, 4'h0};
    wire [7:0] m2;
    mul_add_nat ma2(
        .x(xh), .y(yl), .c(4'h0),
        .m(m2)
    );
    wire [15:0] m2e = {4'h0, m2, 4'h0};
    wire [7:0] m3;
    mul_add_nat ma3(
        .x(xh), .y(yh), .c(4'h0),
        .m(m3)
    );
    wire [15:0] m3e = {m3, 8'h00};
    wire [15:0] s0;
    add #( .N(16) ) a0 (
        .x(m0e), .y(m1e), .c_in(1'b0),
        .s(s0)
    );
    wire [15:0] s1;
    add #( .N(16) ) a1 (
        .x(m2e), .y(m3e), .c_in(1'b0),
        .s(s1)
    );
    add #( .N(16) ) a2 (
        .x(s0), .y(s1), .c_in(1'b0),
        .s(m)
    );
endmodule

==> results.py <==
# Physical implementation metrics
metrics = {
    "run_status": {
        "status": "finished, final reports clean",
    },
    "floorplan": {
        "placementRows": 25,
        "die_h_um": 72.73,
        "io_pins": 32,
        "die-area_um2": 5289,
        "die_x_um": 72.73,
        "core_um2": 4755,
        "initial_utilization": 0.5261,
    },
    "logic_synthesis": {
        "synth_warnings": 0,
        "ys_chip_area_um2": 2501,
        "yosysCellCount": 291,
        "syn_avg_cell_area_um2": 8.595,
        "ys_seq_share": 0,
        "synthCells": 291,
        "syn_area_um2": 2501,
        "synth_cell_types": 24,
    },
    "final_timing": {
        "layout_setup_ws_ns": 0.2278,
        "slew_viol_final": 0,
        "worstMarginPinSlew_ns": 0.2742,
        "relSlewSlack": 0.8161,
        "finalHoldViolCount": 0,
        "fin_crit_sh": 0.9732,
        "period_minus_slack_ns": 8.272,
        "fmax_ghz": 0.1209,
        "setup_violations": 0,
    },
    "final_layout": {
        "register_area_um2": 0,
        "finalInstanceArea_um2": 3267,
        "clock_buffers": 0,
        "syn_to_final_growth_pct": 30.62,
        "final_common_cell": "ha_1",
        "drive_gt1_frac": 0.1625,
        "flops": 0,
        "final_cell_mix": "ha_1 (69), and2_1 (43), inv_1 (43), buf_4 (33)",
        "final.fill_count": 405,
    },
    "placed_design": {
        "pre_cts_ws_ns": -0.2873,
        "port_buffers": 32,
        "place_area_um2": 3161,
        "dp_hpwl_mm": 4.331,
        "place_congestion": 0.8447,
    },
    "setup_path": {
        "critPathKind": "in2out",
        "crit_top_cell": "fa_1",
        "arrival_ns": 6.57,
        "worstPathCellList": "clkdlybuf4s50_1 > nand2_1 > fa_1 > inv_1 > fa_1 > inv_2 > fa_1 > inv_1 > ha_4 > fa_2 > ha_1 > ha_1 > o21ai_1 > nor2_2 > buf_4 > o21a_1 > nor2_1 > xnor2_1 > clkdlybuf4s50_1",
        "crit_path_max_incr_delay_ns": 0.55,
        "crit_path_end_kind": "primary output",
        "cp_slowest_cell": "fa_1",
        "worst_setup_path_start_kind": "primary input",
        "cp.required_ns": 6.80,
        "critPathMaxFanout": 5,
        "crit_start": "y[1]",
    },
    "pwr": {
        "swShare": 0.4114,
        "intPower_mw": 0.4426,
        "p_clk_frac": 0,
        "p_comb_frac": 1.000,
        "ir_drop_v": 0.0001915,
        "seqPwrFrac": 0,
        "leakage_nw": 1.818,
        "switching_power_mw": 0.3093,
        "powerDensity_nw_per_um2": 230.1,
    },
    "global_route": {
        "grt_pass1_wl_mm": 8.176,
        "overflow": 0,
        "first_global_vias": 1895,
        "grt_max_degree": 9,
        "track_usage": 0.2034,
        "antenna_found_initial": 0,
    },
    "clock_tree": {
        "hold_buffers": 0,
        "post-cts-setup-buffers": 0,
    },
    "route": {
        "drcViolationCount": 0,
        "wl_met1_mm": 2.567,
        "drtIter0Drc": 12,
        "highest_layer": "met3",
        "drt-pass1-iter-count": 3,
        "drt_wl_total_mm": 4.791,
        "n_antenna_cell": 0,
        "met2RoutedLength_mm": 2.159,
        "final_antenna_net_count": 0,
        "vias": 2022,
        "via_per_inst": 4.769,
        "wl_met3_um": 65,
        "wl_per_cell_um": 11.30,
    },
    "min_path": {
        "hp-start": "x[0]",
        "hold_class": "in2out",
    },
    "job": {
        "warnings": 33,
        "maxCapViolations": 0,
    },
}
-- critical path: cells and delay by family --
family          cells  cell delay, ns
xor+xnor            1            0.13
fa+ha+maj           7            2.92
compound gates      2            0.30
buf+inv             6            1.27
simple gates        3            0.24
-- metrics by stage --
step	hold slack [ns]	std cells	TNS, ns	total power, mW	utilization
2_1_floorplan	3.472	291	0	0.3481	-
3_3_place_gp	4.553	424	-1.154	0.6765	0.6647
3_5_place_dp	4.527	424	-1.258	0.6783	0.6647
4_1_cts	4.342	424	0	0.7270	0.6742
5_1_grt	4.361	424	-0.001888	0.8422	0.6871
6_report	4.332	424	0	0.7518	0.6871
-- synth_stat cells (all sizes together) --
library cell	n	area, um2
a211oi	2	15.01
a21o	6	45.04
a21oi	15	82.58
a311oi	2	23.77
and2	44	277.8
fa	26	520.5
ha	74	925.9
inv	47	176.4
nand2	27	101.4
nand4	1	6.260
nor2	8	30.03
nor2b	2	12.51
o2111ai	1	8.760
o211ai	1	7.510
o21a	1	7.510
o21ai	8	40.04
o21bai	4	30.03
or2	1	6.260
xnor2	13	113.9
xor2	8	70.07
-- final timing paths --
check                   to  cells after the start
worst max-delay path  m[9]                     19
worst min-delay path  m[0]                      4
-- layer usage --
layer  track usage  vias to the layer above
li1              -                     1087
met1        0.3393                      912
met2        0.3271                       23
met3      0.004202                        0
met4             0                        0
met5             0                        -
-- repair_timing --
item,in CTS,in global routing
cloned,0,0
gates resized,20,19
setup endpoints to repair,6,7
pin swaps,16,17
-- cells by family (layout without fill, tap and decap cells) --
kind of cell    count (synthesis)  count (layout)  share of synthesized area
compound gates                 40              40                     0.1041
fa+ha+maj                     100             100                     0.5783
simple gates                   83              83                     0.1736
xor+xnor                       21              21                    0.07354
buf+inv                        47             113                    0.07054
-- power by group through the flow --
stage,Clock (mW),Combinational (mW),Sequential [mW]
finish,0,0.752,0
global route,0,0.842,0
CTS,0,0.727,0
-- final cells by class --
class | instances | area, um2 | share of cell area
multi-input combinational | 244 | 2426 | 0.7426
timing repair buffer | 66 | 580.6 | 0.1777
inverter | 47 | 176.4 | 0.05400
tap | 67 | 83.83 | 0.02566
Power and IR drop assume default switching activity.
